<file path="./run.sh">
#!/bin/bash
# OpenROAD 26Q1-2900-gdf79404cd8, Yosys 0.63+post, stock flow scripts
make -C /OpenROAD-flow-scripts/flow DESIGN_CONFIG=/design/flow/config.mk WORK_HOME=/design/flow/orfs finish
</file>
<file path="./config.mk">
export PLATFORM = sky130hd
export DESIGN_NAME = RegOp
export DESIGN_NICKNAME = RegOp
export VERILOG_FILES = /design/flow/design.v
export SDC_FILE = /design/flow/constraint.sdc
export NUM_CORES = 4
export LEC_CHECK = 1
export CORE_AREA = 10 10 99 99
export DIE_AREA = 0 0 109 109
</file>
<file path="./constraint.sdc">
current_design RegOp

set clk_period 4.6
set clk_io_pct 0.2

create_clock -name clk0 -period $clk_period

set non_clock_inputs [all_inputs -no_clocks]
set_input_delay [expr $clk_period * $clk_io_pct] -clock clk0 $non_clock_inputs
set_output_delay [expr $clk_period * $clk_io_pct] -clock clk0 [all_outputs]
</file>
<file path="./design.v">
module RegOp (  
    input[2:0] reg_cmd,
    input      isChange,
    input[7:0] dat_in,
    input      sc_i,
    input     carry,  
    output logic[7:0] outDat,
    output logic      sc_o,  
    output logic isChangeOut
);
always_comb begin
    isChangeOut = 0;
    outDat = 'b0;  
    sc_o = 0;
    case(reg_cmd)
        3'b000: begin  
            if (isChange == 0 && dat_in[7] == 1'b1) begin  
                outDat = ~dat_in;
                isChangeOut = 1;  
            end else begin
                outDat = dat_in;  
            end
        end
        3'b001: begin
            if (isChange) begin
                {isChangeOut, outDat} = { 1'b0, ~dat_in } + 1'b1;
            end else begin
                outDat = dat_in;
            end
        end
        3'b010: {outDat, sc_o} = {sc_i, dat_in};  
        3'b011: outDat = dat_in + 1 + isChange;  
        3'b100: begin 
            if (isChange) begin
                outDat = {1'b1, dat_in[6:0]};  
            end else begin
                outDat = dat_in;  
            end
        end
        3'b101: outDat = {1'b0, dat_in};  
        3'b110: {sc_o ,outDat} = {dat_in, sc_i};  
        3'b111: outDat = carry ? (dat_in + 1) : dat_in;  
        default: outDat = 'b0;  
    endcase
end
endmodule
</file>
==> flow_metrics.py <==
# Auto-generated metrics
metrics = {
    "status": {
        "outcome": "finished clean",
    },
    "floorplanning": {
        "num_io_pins": 24,
        "die_w_um": 109,
        "chipHeight_um": 109,
        "initial_utilization_pct": 16.6,
        "coreArea_um2": 7730,
        "fp.dieArea_um2": 11900,
        "placement_rows": 32,
    },
    "layout": {
        "nFlopsAndLatches": 0,
        "post_route_cells_drive_above_1_share_pct": 12.1,
        "seqCellArea_um2": 0,
        "clkbuf_count": 0,
        "area_delta_synth_final_pct": 32.9,
        "final.fill_count": 861,
    },
    "worst_setup_path": {
        "cp.required_ns": 3.68,
        "kind_of_end_point_of_the_critical_path": "primary output",
        "critPathMaxFanout": 13,
        "critical_path_arrival_ns": 3.38,
        "worst_setup_path_start_kind": "input port",
        "worst-setup-path-type": "in2out",
    },
    "power": {
        "internal_power_mw": 0.0769,
        "max-vdd-ir-drop_mv": 0.0361,
        "p_leak_nw": 0.616,
        "sw_frac_of_total_pct": 50.9,
        "relative_contribution_of_the_clock_network_to_total_power_pct": 0,
        "power.sequential.fraction_pct": 0,
        "p_switching_mw": 0.0798,
        "combinational_group_share_of_total_power_pct": 100.0,
        "power.density_cell_area_nw_per_um2": 92.0,
        "total_power_mw": 0.157,
    },
    "synthesis": {
        "mappedNetlistArea_um2": 1280,
        "ys_cells": 202,
        "synth.distinct_cells": 54,
        "yosysChipArea_um2": 1280,
        "yosysWarningCount": 1,
        "synth.avg_cell_area_um2": 6.34,
        "syn-instance-count": 202,
        "postSynthSeqShare_pct": 0,
    },
    "global_route": {
        "gr-total-overflow": 0,
        "grt_start_max_net_pins": 21,
        "first_global_vias": 1582,
        "grt_first_pass_wirelength_um": 8110,
        "grt.total_usage_pct": 8.18,
        "antenna_found_initial": 0,
    },
    "place": {
        "gpl_congestion": 0.929,
        "io_buffers": 24,
        "dp_hpwl_um": 3860,
        "place_worst_setup_slack_ns": 0.264,
    },
    "detailed_routing": {
        "num_vias": 1620,
        "drt_pre_antenna_iters": 4,
        "routed_wl_um": 4850,
        "vias_per_cell": 4.98,
        "wire_per_inst_um": 14.9,
        "antenna_cells": 0,
        "ant_nets": 0,
        "first_iter_violations": 350,
        "post-route-drc-count": 0,
    },
    "final_timing": {
        "finalSetupTns_ns": 0,
        "timing_hold_violations_final": 0,
        "drv_slew": 0,
        "max_fclk_mhz": 233,
        "tightest_slew_ns": 0.455,
        "period_used_pct": 93.5,
        "period_minus_slack_ns": 4.30,
        "timing.final.setup_violations": 0,
        "setup_repair_after_global_routing_missed_its_margin": "no",
        "fin_ws_ns": 0.299,
        "timing.slew.headroom_pct": 69.6,
    },
    "hold_path": {
        "hold_path_class": "in2out",
    },
    "flow_run": {
        "maxCapViolations": 0,
        "warnings": 33,
    },
    "cts": {
        "post-cts-setup-buffer-count": 0,
        "cts_hold_buf": 0,
        "post_cts_resized": 0,
    },
}
-- kinds of logic after synthesis --
| logic type | after synthesis | share of synthesized area (%) |
|---|---|---|
| xor+xnor | 13 | 8.89 |
| simple gates | 74 | 33.2 |
| buf+inv | 34 | 11.0 |
| compound gates | 72 | 39.1 |
| fa+ha+maj | 5 | 4.69 |
| mux | 4 | 3.13 |
-- final timing paths --
check | startpoint | endpoint | cells past startpoint
max | dat_in[1] | outDat[6] | 8
min | sc_i | outDat[0] | 6
-- through the flow --
step	hold WS [ns]	cell area (um^2)	std cells	utilization [%]
after floorplan	2.02	1280	202	-
after global placement	3.07	1700	325	22.0
after detailed placement	3.07	1700	325	22.0
after CTS	3.08	1700	325	22.0
after global routing	3.13	1700	325	22.0
final	3.05	1700	325	22.0
-- Yosys cell counts (5+ instances only) --
cell,n,area [um^2]
sky130_fd_sc_hd__a21oi_1,20,100
sky130_fd_sc_hd__nand2_1,18,67.6
sky130_fd_sc_hd__clkbuf_1,15,56.3
sky130_fd_sc_hd__nand3_1,14,70.1
sky130_fd_sc_hd__inv_1,10,37.5
sky130_fd_sc_hd__xnor2_1,10,87.6
sky130_fd_sc_hd__o21ai_0,8,40.0
sky130_fd_sc_hd__and3_1,5,31.3
sky130_fd_sc_hd__buf_2,5,25.0
sky130_fd_sc_hd__nor2_1,5,18.8
sky130_fd_sc_hd__o22ai_1,5,31.3
sky130_fd_sc_hd__o31ai_1,5,37.5
sky130_fd_sc_hd__or3_1,5,31.3
-- metal layers --
layer / vias to the layer above / track usage (%) / wire, um
li1: 801 / - / -
met5: - / 0 / 0
met2: 64 / 13.0 / 2170
met3: 5 / 0.597 / 335
met1: 750 / 11.9 / 2290
met4: 0 / 1.41 / 56
-- layout make-up --
class                      count  area, um^2  area share (%)
tap                          102         128            7.49
timing repair buffer          45         398            23.4
inverter                      10        37.5            2.20
multi-input combinational    168        1140            66.9
-- power groups by stage --
stage     clock network [mW]  registers (mW)  logic (mW)
4_1_cts                    0               0       0.157
5_1_grt                    0               0       0.173
6_report                   0               0       0.157
-- placed cells by master (no fill, tap or decap), drive strengths merged, types with 2 or more instances in the layout --
master and instances:
o31ai 5, and2 4, xor2 3, clkdlybuf4s50 24, inv 10, nor2b 4, and4 3, nand2 18
or3 5, nor2 5, a22oi 3, buf 21, o2bb2ai 2, or3b 2, o21ai 12, xnor2 10
nand3 14, a22o 2, o22ai 5, a21oi 20, a31oi 2, mux2i 4, nor3 2, ha 4
and3 5, a221oi 5, nand4 4, o221ai 4
-- critical path: stages --
cell	delay, ns
sky130_fd_sc_hd__clkdlybuf4s50_1	0.50
sky130_fd_sc_hd__buf_4	0.21
sky130_fd_sc_hd__nand3_1	0.17
sky130_fd_sc_hd__or3_1	0.39
sky130_fd_sc_hd__a221oi_1	0.38
sky130_fd_sc_hd__xor2_1	0.19
sky130_fd_sc_hd__a22o_1	0.15
sky130_fd_sc_hd__clkdlybuf4s50_1	0.46
Power and IR drop assume default switching activity.
