### ./run.sh
#!/bin/bash
# OpenROAD 26Q1-2900-gdf79404cd8, Yosys 0.63+post, stock flow scripts
make -C /OpenROAD-flow-scripts/flow DESIGN_CONFIG=/design/flow/config.mk WORK_HOME=/design/flow/orfs finish
### ./constraint.sdc
current_design alu

set clk_period 5.5
set clk_io_pct 0.2

create_clock -name clk0 -period $clk_period

set non_clock_inputs [all_inputs -no_clocks]
set_input_delay [expr $clk_period * $clk_io_pct] -clock clk0 $non_clock_inputs
set_output_delay [expr $clk_period * $clk_io_pct] -clock clk0 [all_outputs]
### ./config.mk
export PLATFORM = sky130hd
export DESIGN_NAME = alu
export DESIGN_NICKNAME = alu
export VERILOG_FILES = /design/flow/design.v
export SDC_FILE = /design/flow/constraint.sdc
export NUM_CORES = 4
export LEC_CHECK = 1
export CORE_AREA = 10 10 109 109
export DIE_AREA = 0 0 119 119
### ./design.v
module alu(
  input[2:0] alu_cmd,     
  input[7:0] inA, inB,	  
  input      sc_i,        
  output logic[7:0] rslt,
  output logic sc_o,      
               neg,      
			   zero       
);
always_comb begin 
  zero = 0;
  neg = 0;
  rslt = 'b0;            
  sc_o = 'b0;    
  case(alu_cmd)
    3'b000: begin  
      {sc_o,rslt} = inA + inB;
      neg = (rslt[7]);  
    end
	3'b001:  
	  {sc_o,rslt} = {inA, sc_i};
    3'b010: begin  
        if (inA <= 0 || inA > 16) begin
          rslt = inB;
        end else if (sc_i == 1 && inA > 8) begin
          rslt = inB;  
          rslt[inA-9] = ~inB[inA-9];
        end else if (sc_i == 0 && inA > 8) begin
          zero = 1;  
          rslt = inB;
        end else if(sc_i == 1 && inA <= 8) begin
          rslt = inB;  
        end else if (sc_i == 0 && inA <= 8) begin
          zero = 1;  
          rslt = inB;
          rslt[inA-1] = ~inB[inA-1];
        end else begin
          rslt = inB;  
        end
    end
    3'b011:  
	  rslt = inA ^ inB;
	3'b100:  
	  rslt = inA & inB;
	3'b101:  
	  rslt = {inA[6:0],inA[7]};
	3'b110: begin  
	  rslt = inB - inA;
    if(({1'b0, (~inA + 8'b1)} + inB) >= 9'b100000000) begin
      sc_o = 1;
    end
    zero = (rslt == 'b0);
    neg = (rslt[7]);
  end
	3'b111:  
	  rslt = inA | inB;
  endcase
end
endmodule
==> results.yml <==
# flow metrics
die:
  placementRows: 36
  fp_util_pct: 31.0
  die_w_um: 119
  core_area_um2: 9640
  pin_count: 31
  dieArea_um2: 14200
  die_h_um: 119
global_route:
  grt_pass1_vias: 3648
  grt_max_degree: 26
  grt_pass1_wl_mm: 18.3
  grt_antenna_before_repair: 0
  grt_usage_pct: 15.3
  grt_overflow: 0
critical_path:
  cp.arrival_ps: 4870
  critical_path.endpoint_type: "output pin"
  path_delay_family: "simple AND/OR/NAND/NOR gates"
  worstSetupStartpointType: "input pin"
  critical_path_class: "input pin to output pin"
  cp_max_fo: 5
  cp.buffers_inverters: 4
  worstPathRequired_ps: 4400
  slowest_delay_ps: 510
  cp_cell_sequence: "buf_6, buf_6, or4b_1, o32a_1, a21oi_4, nand4_1, ha_1, nand4_1, nor3_1, nand2_1, nor4_4, o311ai_2, a2111oi_2, a41oi_2, buf_4, o211ai_1, buf_2"
  cpMaxStageDelayCell: "or4b_1"
layout:
  ff_latch_area_um2: 0
  ff_count: 0
  drive_gt1_share_pct: 35.5
  clockBufferCount: 0
  fill_cells: 928
  syn_to_final_growth_pct: 55.7
  instances_no_fill: 707
  mostFrequentLayoutCells: "buf_4, ha_1, nand2_1"
  layout_top_cell: "buf_4"
route:
  drtAntennaViolNets: 0
  drc: 0
  dr.pass1.iters: 5
  diodes: 0
  finalWirelength_mm: 11.6
  num_vias: 3885
  drt-initial-drc-count: 223
  wire_per_inst_um: 16.4
  routed_via_density: 5.50
timing:
  drv_slew: 0
  fin_crit_sh_pct: 108
  rsz0062_at_grt: "yes"
  final.min_clock_period_ps: 5970
  finalWorstSetupSlack_ps: -466
  tightest_slew_ps: 519
  max_freq_mhz: 168
  slew_headroom_pct: 65.3
  hold_viol_final: 0
  setup-violations-final: 8
power_and_ir_drop:
  swShare_pct: 51.3
  p_switching_uw: 187
  ir_worst_vdd_mv: 0.0414
  pwr-share-seq_pct: 0
  power_frac_comb_pct: 100.0
  total_power_uw: 365
  p_per_area_nw_per_um2: 78.5
  clock_power_share_pct: 0
  p_int_uw: 178
  leakagePower_nw: 1.95
placement:
  placed_cells: 677
  io_buffers: 31
  routabilityCongestion: 0.962
  detailed_place_hpwl_mm: 9.03
job:
  cap_violations: 0
  warning_count: 53
hold_path:
  hold_path_class: "input pin to output pin"
status:
  status: "finished, violations left"
  violations: "setup timing"
logic_synthesis:
  ys_cells: 440
  syn_inst: 440
  yosys_area_um2: 2990
  postSynthSeqShare_pct: 0
  yosys_warnings: 1
  synth_cell_types: 68
  synthesis.area_um2: 2990
  syn_avg_cell_area_um2: 6.78
clocking:
  hold_buffers: 0
power by group through the flow:
| stage | logic (mW) | clock network (mW) | registers (mW) |
|---|---|---|---|
| global route | 0.397 | 0 | 0 |
| CTS | 0.351 | 0 | 0 |
| finish | 0.365 | 0 | 0 |
logic make-up after synthesis:
logic type / share of synthesized area, %
xor+xnor: 7.00
buf+inv: 7.84
fa+ha+maj: 22.6
simple gates: 31.9
compound gates: 27.8
mux: 2.85
synthesized netlist by cell type (5+ instances only):
| cell | instances | share of area (%) |
|---|---|---|
| ha_1 | 50 | 21 |
| nor2b_1 | 8 | 1.7 |
| buf_2 | 6 | 1.0 |
| nor3_1 | 13 | 2.2 |
| nand4b_1 | 8 | 2.3 |
| nand4_1 | 13 | 2.7 |
| clkbuf_1 | 16 | 2.0 |
| o21ai_0 | 21 | 3.5 |
| a31oi_1 | 5 | 1.0 |
| nand2_1 | 39 | 4.9 |
| o22ai_1 | 14 | 2.9 |
| nand2b_1 | 8 | 1.7 |
| xnor2_1 | 18 | 5.3 |
| nor4_1 | 9 | 1.9 |
| inv_1 | 32 | 4.0 |
| o211ai_1 | 11 | 2.8 |
| nor2_1 | 34 | 4.3 |
| a21oi_1 | 22 | 3.7 |
| nand3_1 | 24 | 4.0 |
worst paths after layout:
| kind | startpoint | to | slack [ps] | depth (start not counted) |
|---|---|---|---|---|
| max | inA[1] | rslt[6] | -470 | 17 |
| min | inA[0] | rslt[2] | 2910 | 7 |
what timing repair did:
| item | in CTS | in global routing |
|---|---|---|
| pin swaps | 37 | 29 |
| cloned | 2 | 0 |
| resized | 91 | 28 |
| buffers inserted | 22 | 7 |
| setup endpoints to repair | 10 | 10 |
| hold endpoints to repair | 0 | 0 |
layout make-up:
class              count  area [um^2]  area share, %
well taps            133          166           3.58
inverters             32          123           2.64
repair buffers       160         1280           27.6
multi-input cells    382         3080           66.2
metal layers:
metal | wire length [um] | vias up | global-route usage (%)
li1 | - | 1925 | -
met5 | 0 | - | 0
met4 | 89 | 0 | 1.30
met1 | 5760 | 1836 | 23.0
met2 | 5100 | 114 | 24.0
met3 | 624 | 10 | 1.58
metrics by stage:
| step | setup TNS [ps] | setup slack, ps | hold slack [ps] | instance area, um^2 | utilization (%) |
|---|---|---|---|---|---|
| 6_report | -2950 | -466 | 2910 | 4650 | 48.2 |
| 2_1_floorplan | -197 | -83.1 | 2280 | 3050 | - |
| 4_1_cts | -1890 | -338 | 2860 | 4460 | 46.3 |
| 3_3_place_gp | -9220 | -1170 | 3380 | 4140 | 43.0 |
| 3_5_place_dp | -9710 | -1250 | 3380 | 4140 | 43.0 |
| 5_1_grt | -4700 | -675 | 2920 | 4650 | 48.2 |
Power is estimated from default activity; no workload was simulated.
