==> design.v <==
module data_mem (
  input[7:0] dat_in,
  input      clk,
  input      wr_en,	           
  input[7:0] addr,		       
  output logic[7:0] dat_out);
  logic[7:0] mem_core[256];        
  assign dat_out = mem_core[addr];
  always_ff @(posedge clk)
    if(wr_en)				   
      mem_core[addr] <= dat_in; 
endmodule
==> run.sh <==
#!/bin/bash
# OpenROAD 26Q1-2900-gdf79404cd8, Yosys 0.63+post, stock flow scripts
make -C /OpenROAD-flow-scripts/flow DESIGN_CONFIG=/design/flow/config.mk WORK_HOME=/design/flow/orfs finish
==> config.mk <==
export PLATFORM = sky130hd
export DESIGN_NAME = data_mem
export DESIGN_NICKNAME = data_mem
export VERILOG_FILES = /design/flow/design.v
export SDC_FILE = /design/flow/constraint.sdc
export NUM_CORES = 4
export LEC_CHECK = 1
export CORE_UTILIZATION = 30
==> constraint.sdc <==
current_design data_mem

set clk_period 21.8
set clk_io_pct 0.2

create_clock -name clk0 -period $clk_period [get_ports {clk}]

set non_clock_inputs [all_inputs -no_clocks]
set_input_delay [expr $clk_period * $clk_io_pct] -clock clk0 $non_clock_inputs
set_output_delay [expr $clk_period * $clk_io_pct] -clock clk0 [all_outputs]
==> notes.md <==
Quick summary of the implementation run below.

The largest registers in the layout are mem_core: 2048 flops. TritonCTS built the clock tree. The achievable clock frequency came out at 67.9 MHz. The most common cell type on the critical path is sky130_fd_sc_hd__buf_4. The core footprint is 260,000 um2. The detailed router's first-iteration violation count is 2,637.

The chip occupies 263,000 um2. STA classifies the critical path endpoint as a primary output. The largest buffer count on any clock path is 3. The cell area after synthesis is 78,300 um2. The final-report setup violation count came out at 0. Nets still carrying antenna violations after routing amount to 0.

The hold-fix buffer count after cts is 0. In the setup report, the worst path falls into the class input pin to primary output. The initial antenna violation count is 9. The fraction of the yosys area taken by sequential cells is 78.5%.

The number of instances resized during post-cts repair came out at 0. According to the Yosys statistics, the synthesized design has a chip area of 78,300 um2. The via count of the first global-routing pass came to 40,823. For the worst setup path, the data required time is 17.44 ns. The worst-case hold slack came out at 3.93 ns. The routed design shows a wire length per standard cell of 26.1 um.

For reference, the post-synthesis area per instance comes to 22.1 um2. The mean number of vias per cell came out at 5.06. In the log, the iteration count for the first detailed-route pass is 5.

The area growth from synthesis to layout is 14.6%. The maximum level of the CTS H-tree is 4. The pin count of the biggest net entering global routing is 132. The synth_stat.txt file lists the number of cells as 3,539. The final clock period utilization by the worst path came out at 67.6%. Looking at the clock tree report, the root buffer type is sky130_fd_sc_hd__clkbuf_16. The arrival time of data at the critical path endpoint is 10.38 ns.

The half-perimeter wire length of the detailed placement result came out at 111,000 um. In the final report, the number of hold violations comes to 0. CTS added clock buffers totalling 203. Summed over all failing endpoints, the final setup total negative slack is 0 ns. The buffers inserted during post-CTS setup optimization came out at 0. Counting instances, the worst hold path has a depth of 1.

The minimum clock period is 14.74 ns. The power density over the cells is 90.8 nW/um2. The largest incremental delay on the critical path came out at 0.66 ns. From bottom edge to top edge, the die measures 513 um. The overall track demand over capacity in global routing came out at 15.6%. The number of flip-flops and latches in the synthesized netlist is 2,048. The die extent in x came out at 513 um. The DRC violations left came out at 0. The number of clock sinks is 2,048.

The initial cell density of the core came out at 30.2%. For this run, the number of Yosys warnings is 1. The global-route congestion overflow total came out at 0. The aggregate routed wire length came out at 190,000 um.

The headroom to the max-slew limit came out at 32.2%. The most critical setup path has its startpoint at addr[0]. Per the gpl log, the routability congestion estimate is 0.851. Counting flops per register, the top entry is mem_core. The detailed router placed 36,742 vias in this run. The flip-flop count of the largest register, all copies and words added came out at 2,048.

The launch point of the worst min-delay path is recorded as dat_in[1]. The cell sequence reported for the critical path is buf_8 > buf_12 > buf_4 > buf_4 > buf_4 > buf_4 > mux4_2 > a22oi_1 > a21oi_1 > o41ai_1 > nand4_1 > clkdlybuf4s50_1. The count of warning messages emitted by the tools came out at 32.

The count of port buffers added during placement is 25. Pins over their slew limit in the final report were tallied at 0. After clock tree synthesis, the clock-pin slew on the worst setup and hold paths is 0.06 ns. The highest-count logic cell in the final layout is sky130_fd_sc_hd__edfxtp_1. The cell with the biggest individual delay on the critical path is sky130_fd_sc_hd__buf_4.

The fraction of final layout cells sized beyond drive strength 1 came out at 25.4%. The synthesized instance count is 3,539. Looking at the hold checks, the worst path lands on mem_core[90][1]. After synthesis, the netlist uses 21 different library cells.

The transition at the pin with the smallest max-transition slack is 1.01 ns. The run finished with clean final reports. The I/O pin total came out at 26.

The highest ir drop seen on vdd came out at 0.0703 mV. The worst setup path is launched from an input pin. Setup repair after global routing left no endpoint under its margin. The number of maximum-capacitance violations recorded for the run is 0. In the layout the commonest cells are sky130_fd_sc_hd__edfxtp_1, sky130_fd_sc_hd__mux4_2, sky130_fd_sc_hd__a22oi_1. Along the worst path, the maximum fanout reaches 69.

The global-route wire length before repair is 278,000 um. According to the floorplan log, the row count is 187. The classification of the worst-slack hold path is input pin to flop. The reported leakage power is 26.7 nW.
[cell families after synthesis]
group | count (synthesis) | synth area share [%]
DFF | 2048 | 78.5
muxes | 512 | 14.7
AOI/OAI and AO/OA | 416 | 3.63
and+or+nand+nor | 330 | 1.74
buffers and inverters | 233 | 1.40
[synthesized netlist by cell type]
| cell | n | area [um2] |
|---|---|---|
| sky130_fd_sc_hd__inv_1 | 1 | 3.75 |
| sky130_fd_sc_hd__edfxtp_1 | 2048 | 61500 |
| sky130_fd_sc_hd__nor2b_1 | 7 | 43.8 |
| sky130_fd_sc_hd__buf_4 | 16 | 120 |
| sky130_fd_sc_hd__or2_2 | 2 | 12.5 |
| sky130_fd_sc_hd__o41ai_1 | 32 | 280 |
| sky130_fd_sc_hd__a22oi_1 | 256 | 1920 |
| sky130_fd_sc_hd__buf_2 | 36 | 180 |
| sky130_fd_sc_hd__mux4_2 | 512 | 11500 |
| sky130_fd_sc_hd__a21oi_1 | 128 | 641 |
| sky130_fd_sc_hd__nand2b_1 | 6 | 37.5 |
| sky130_fd_sc_hd__or3_1 | 1 | 6.26 |
| sky130_fd_sc_hd__buf_6 | 16 | 180 |
| sky130_fd_sc_hd__nor3_1 | 30 | 150 |
| sky130_fd_sc_hd__nor2_1 | 232 | 871 |
| sky130_fd_sc_hd__buf_1 | 19 | 71.3 |
| sky130_fd_sc_hd__and2_1 | 3 | 18.8 |
| sky130_fd_sc_hd__nand2_1 | 28 | 105 |
| sky130_fd_sc_hd__nand4_1 | 8 | 50.1 |
| sky130_fd_sc_hd__clkbuf_1 | 145 | 544 |
| sky130_fd_sc_hd__nand3_1 | 13 | 65.1 |
[worst max path at each step]
stage,end,slack [ns],depth (start not counted)
after global routing,dat_out[6],6.47,12
after CTS,dat_out[1],6.81,12
final,dat_out[6],7.06,12
[power by group]
part / internal [mW] / total (mW) / switching, mW
Sequential: 4.34 / 4.34 / 0.00170
Combinational: 0.125 / 0.362 / 0.237
Clock: 1.95 / 3.45 / 1.49
Total: 6.42 / 8.15 / 1.73
[final cells by class]
type | instances | area (um2)
Clock buffer | 244 | 5230
Multi-Input combinational cell | 1258 | 15800
Antenna cell | 2 | 5.00
Sequential cell | 2048 | 61500
Timing Repair Buffer | 182 | 1570
Inverter | 1 | 3.75
Clock inverter | 126 | 1410
Tap cell | 3402 | 4260
Fill cell | 23626 | 170000
[worst max-delay path, delay by kind of cell]
kind | cells | cell delay [ns]
compound gates | 3 | 1.04
mux | 1 | 0.56
buf+inv | 7 | 3.84
simple gates | 1 | 0.32
[through the flow]
step | instances | instance area (um2) | power (mW) | worst slack, ns | utilization [%]
finish | 7263 | 89800 | 8.15 | 7.06 | 34.6
global route | 7262 | 89800 | 8.39 | 6.47 | 34.6
CTS | 7261 | 89800 | 8.23 | 6.81 | 34.6
detailed placement | 6891 | 83100 | 4.80 | 6.81 | 32.0
global placement | 6891 | 83100 | 4.79 | 6.73 | 32.0
floorplan | 3539 | 78300 | 4.62 | 11.34 | -
[routing by layer]
layer,wire length [um],GRT usage (%),vias up
met1,64200,17.8,18980
met2,91600,24.0,2079
met5,184,0.511,-
met3,28200,10.9,289
li1,-,-,15388
met4,5390,3.54,6
No activity file was given, so power comes from the tool's default toggle rates.
